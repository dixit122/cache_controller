==> /design/flow/design.v <==
`timescale 1ns / 1ns
module Cache (
    input             clk,
    input             reset,
    input      [ 7:0] pr_din,
    output     [ 7:0] pr_dout,
    input      [ 5:0] pr_addr,
    input             pr_rd,
    input             pr_wr,
    output            pr_done,
    input      [15:0] bus_din,
    output reg [15:0] bus_dout,
    input             bus_done,
    output reg        bus_rd,
    output reg        bus_wr,
    output reg [ 4:0] bus_addr,
    output     [ 2:0] temp,
    output            pr_tag_eq,
    output reg        in_side
);
  reg     [2:0] tag         [0:3];
  reg     [7:0] data        [0:7];
  reg     [3:0] valid;
  reg     [3:0] dirty;
  integer       i;
  reg     [3:0] state;
  wire          hit;
  wire    [1:0] pr_cblk;
  wire          pr_word;
  wire    [2:0] pr_tag;
  wire    [4:0] pr_bus_addr;
  assign pr_cblk = pr_addr[2:1];
  assign pr_word = pr_addr[0];
  assign pr_tag = pr_addr[5:3];
  assign pr_bus_addr = pr_addr[5:1];
  localparam QInitial = 4'b0001, QMonitor = 4'b0010, QWB = 4'b0100, QFetch = 4'b1000;
  assign req = (pr_rd || pr_wr);
  assign pr_done = req & hit;
  assign temp = tag[pr_cblk];
  assign pr_tag_eq = tag[pr_cblk] == pr_tag;
  assign hit = (pr_tag == tag[pr_cblk]) && (valid[pr_cblk] == 1'b1);
  assign pr_dout = data[{pr_cblk, pr_word}];
  always @(posedge clk) begin
    if (reset) state <= QInitial;
    else
      case (state)
        QInitial: begin
          valid <= 4'b0000;
          dirty <= 4'b0000;
          for (i = 0; i < 4; i = i + 1) tag[i] <= 0;
          state <= QMonitor;
        end
        QMonitor: begin
          if ((pr_tag == tag[pr_cblk]) && (valid[pr_cblk] == 1'b1) && pr_wr) begin
            in_side <= 1'b1;
            data[{pr_cblk, pr_word}] <= pr_din;
            dirty[pr_cblk] <= 1'b1;
          end else if (!hit) begin
            in_side <= 1'b0;
            if (dirty[pr_cblk] == 1'b1) begin
              state <= QWB;
            end else begin
              state <= QFetch;
            end
          end else begin
            state   <= QMonitor;
            in_side <= 1'b0;
          end
        end
        QWB: begin
          in_side <= 1'b0;
          if (bus_done == 1'b1) begin
            state <= QFetch;
          end else begin
            state <= QWB;
          end
        end
        QFetch: begin
          in_side <= 1'b0;
          if (bus_done == 1'b1) begin
            state <= QMonitor;
            tag[pr_cblk] <= pr_tag;
            valid[pr_cblk] <= 1'b1;
            if (pr_wr) begin
              dirty[pr_cblk] <= 1'b1;
              if (pr_word == 1'b0) begin
                data[{pr_cblk, 1'b0}] <= pr_din;
                data[{pr_cblk, 1'b1}] <= bus_din[15:8];
              end else begin
                data[{pr_cblk, 1'b0}] <= bus_din[7:0];
                data[{pr_cblk, 1'b1}] <= pr_din;
              end
            end else if (pr_rd) begin
              dirty[pr_cblk] <= 1'b0;
              data[{pr_cblk, 1'b0}] <= bus_din[7:0];
              data[{pr_cblk, 1'b1}] <= bus_din[15:8];
            end
          end else begin
            state <= QFetch;
          end
        end
      endcase
  end
  always @* begin
    case (state)
      QInitial: begin
        bus_rd   <= 0;
        bus_wr   <= 0;
        bus_addr <= 5'b0;
        bus_dout <= 16'b0;
      end
      QMonitor: begin
        bus_rd <= 1'b0;
        bus_wr <= 1'b0;
      end
      QWB: begin
        bus_rd   <= 1'b0;
        bus_wr   <= 1'b1;
        bus_addr <= {tag[pr_cblk], pr_cblk};
        bus_dout <= {data[{pr_cblk, 1'b1}], data[{pr_cblk, 1'b0}]};
      end
      QFetch: begin
        bus_rd   <= 1'b1;
        bus_wr   <= 1'b0;
        bus_addr <= pr_bus_addr;
      end
    endcase
  end
endmodule
==> /design/flow/run.sh <==
#!/bin/bash
# OpenROAD 26Q1-2900-gdf79404cd8, Yosys 0.63+post, stock flow scripts
make -C /OpenROAD-flow-scripts/flow DESIGN_CONFIG=/design/flow/config.mk WORK_HOME=/design/flow/orfs finish
==> /design/flow/config.mk <==
export PLATFORM = sky130hd
export DESIGN_NAME = Cache
export DESIGN_NICKNAME = Cache
export VERILOG_FILES = /design/flow/design.v
export SDC_FILE = /design/flow/constraint.sdc
export NUM_CORES = 4
export LEC_CHECK = 1
export CORE_UTILIZATION = 40
==> /design/flow/constraint.sdc <==
current_design Cache

set clk_period 4.3
set clk_io_pct 0.2

create_clock -name clk0 -period $clk_period [get_ports {clk}]

set non_clock_inputs [all_inputs -no_clocks]
set_input_delay [expr $clk_period * $clk_io_pct] -clock clk0 $non_clock_inputs
set_output_delay [expr $clk_period * $clk_io_pct] -clock clk0 [all_outputs]
==> results.tsv <==
metric	value	unit
Post-DRT Antenna Nets	0	
worst path required time	3440	ps
Syn Area/Cell	13.0	µm²
Final WS setup	641	ps
GP Congestion	0.863	
Area growth syn-to-layout	22.7	%
gr usage total	20.9	%
ys cells	413	
clock root buffer master	clkbuf_16	
CTS tree	done	
fillers	1152	
Fin Setup TNS	0	ps
Switch Pwr	441	µW
detailed-route via count	3550	
Final setup viols	0	
Worst EP arrival	2800	ps
first-pass GRT wire length	20400	µm
GRT Residual Overflow	0	
min Tclk post-route	3660	ps
cycle use final	85.1	%
GRT busiest layer	met2	
drt first pass iters	4	
top-area cell type share of the netlist area	47.4	%
top cells, area	edfxtp_1 (47%), mux2_2 (14%), dlxtn_1 (6.4%)	
worst setup path class	in -> out	
Max-Slew Margin vs Limit	44.5	%
Post-Syn Area	5380	µm²
Bufs on Longest Clock Path	2	
final WL	13000	µm
clock share of power	37.0	%
leakage power	2.30	nW
Cell Type Count	48	
Pins Over Slew Limit	0	
Worst-Margin Slew	830	ps
worst r2r src	tag[3][0]$_DFFE_PP_	
Max Fclk	273	MHz
worst min-delay path category	reg -> reg	
yosys warning tally	2	
Synth area leader	edfxtp_1	
Synth flops	112	
status	finished, final reports clean	
grt met1 use	29.5	%
CTS buffer count	9	
RSZ-0062 raised after global routing	false	
share of power burned in registers	49.5	%
tool warnings	25	
VDD IR-drop max	0.268	mV
CTS clk-pin slew, worst paths	60	ps
Post-CTS Setup Bufs	0	
synthesis area per yosys	5380	µm²
endpoints left unconstrained	46	
DRT iter0 DRCs	202	
CP startpoint kind	input pin	
M3 GR Usage	7.57	%
register pins left without a clock	23	
Net Sw Frac	21.9	%
pwr/cell area	305	nW/µm²
CTS hold repair buffers	0	
power share of the combinational group	13.5	%
CP max FO	17	
share of layout cells above drive strength 1	26.3	%
Cell Rows	42	
GR Util met2	33.4	%
Hold Startpoint	valid[1]$_SDFFCE_PN0P_	
antenna cell count	0	
CP max stage cell	clkdlybuf4s50_1	
pin count of the biggest net entering global routing	53	
EDFF count, synth	85	
Critical Path Sink Type	primary output	
Buf/Inv on CP	4	
die extent in y	118	µm
Core Region	13200	µm²
per-cell routed wire length	19.5	µm
Max Cap Viol	0	
CP peak stage delay	480	ps
Final HPWL DP	9160	µm
synthesized netlist cell count	413	
Cell Chain, Critical Path	buf_2 -> buf_4 -> inv_1 -> nor2_1 -> a22o_1 -> a221o_1 -> clkdlybuf4s50_1	
Internal	1.57	mW
initial antenna violation count	0	
Die Wd	118	µm
drt via density	5.32	
most used flip-flop cell	edfxtp_1	
pre-CTS WS	666	ps
H-tree Lvls	3	
async set-reset flop share out of synthesis	0	%
Critical Path Source	pr_addr[2]	
Port-buffer cells	71	
Fin. Hold Viols	0	
fp_density	40.8	%
Die ar.	13900	µm²
Latency at later pin	340	ps
delay-heaviest family, CP	buffers and inverters	
clock skew	3.64	ps
PostCTS Resize Cnt	0	
I/O pin count	72	
vias in the first global route	3672	
# DRC	0	
sequential cells by signal (all words and copies together) (netlist names):
| register | cells |
|---|---|
| bus_rd | 1 |
| bus_dout | 16 |
| dirty | 4 |
| bus_wr | 1 |
| data | 64 |
| tag | 12 |
| in_side | 1 |
| state | 4 |
| bus_addr | 5 |
| valid | 4 |
layout by cell type (no fill, tap or decap), drive strengths merged, types with 4 or more instances in the layout:
master	n
dfxtp	4
a22o	5
mux2i	14
nor2	52
inv	6
nor3	4
edfxtp	85
mux4	14
nand2b	6
and2	13
a31oi	7
nand3	5
clkbuf	13
a21oi	13
clkdlybuf4s50	69
nor2b	6
nand2	18
buf	18
o21ai	11
dlxtn	23
mux2	71
routing by layer:
layer  wire [µm]  vias to the layer above
met4         182                        0
met5           0                        -
met2        6430                      142
li1            -                     1694
met1        5330                     1700
met3        1090                       14
final cells by class:
class / instances / area [µm²] / area share [%]
sequential: 112 / 2980 / 45.1
inverter: 6 / 22.5 / 0.341
clock buffer: 13 / 240 / 3.64
multi-input combinational: 270 / 2270 / 34.4
timing repair buffer: 87 / 833 / 12.6
clock inverter: 3 / 41.3 / 0.625
tap: 176 / 220 / 3.33
power by group through the flow:
stage | combinational (mW) | clock, mW | sequential (mW)
finish | 0.272 | 0.745 | 0.998
global route | 0.298 | 0.796 | 0.999
CTS | 0.275 | 0.767 | 0.998
metrics by stage:
stage | cells | hold WS [ps] | cell area, µm² | total power [mW] | util (%)
6_report | 667 | 561 | 6600 | 2.02 | 50.1
5_1_grt | 667 | 569 | 6600 | 2.09 | 50.1
4_1_cts | 667 | 565 | 6600 | 2.04 | 50.1
3_5_place_dp | 651 | 551 | 6320 | 1.29 | 47.9
3_3_place_gp | 651 | 544 | 6320 | 1.29 | 47.9
2_1_floorplan | 413 | 531 | 5380 | 1.16 | -
Yosys cell counts (all sizes together), types with 4 or more instances:
master / number
nand2b: 6
a21oi: 13
nand3: 5
nor3: 4
nor2b: 6
a31oi: 7
mux2: 71
nand2: 18
inv: 6
dlxtn: 23
buf: 13
dfxtp: 4
and2: 13
edfxtp: 85
mux4: 14
a22o: 5
o21ai: 11
mux2i: 14
clkbuf: 12
nor2: 52
cells by family after synthesis:
family	share of synthesized area, %
AND/OR/NAND/NOR	10.6
multiplexers	23.3
flip-flops	48.9
AND-OR/OR-AND	7.58
buffers and inverters	2.51
latches	6.42
XOR/XNOR	0.651
path summary, 6_finish.rpt:
check | endpoint | slack, ps | cells past startpoint
min reg2reg | valid[1]$_SDFFCE_PN0P_ | 560 | 1
max | pr_dout[5] | 640 | 7
min | valid[1]$_SDFFCE_PN0P_ | 560 | 1
max reg2reg | data[3][2]$_DFFE_PP_ | 1710 | 5
No activity file was given, so power comes from the tool's default toggle rates.
