[flow/constraint.sdc]
current_design CacheMSI

set clk_period 4.6
set clk_io_pct 0.2

create_clock -name clk0 -period $clk_period [get_ports {clk}]

set non_clock_inputs [all_inputs -no_clocks]
set_input_delay [expr $clk_period * $clk_io_pct] -clock clk0 $non_clock_inputs
set_output_delay [expr $clk_period * $clk_io_pct] -clock clk0 [all_outputs]
[flow/config.mk]
export PLATFORM = sky130hd
export DESIGN_NAME = CacheMSI
export DESIGN_NICKNAME = CacheMSI
export VERILOG_FILES = /design/flow/design.v
export SDC_FILE = /design/flow/constraint.sdc
export NUM_CORES = 4
export LEC_CHECK = 1
export CORE_UTILIZATION = 30
[flow/run.sh]
#!/bin/bash
# OpenROAD 26Q1-2900-gdf79404cd8, Yosys 0.63+post, stock flow scripts
make -C /OpenROAD-flow-scripts/flow DESIGN_CONFIG=/design/flow/config.mk WORK_HOME=/design/flow/orfs finish
[flow/design.v]
`timescale 1ns / 100ps
module CacheMSI (
    input             clk,
    input             reset,
    input      [ 7:0] pr_din,
    output     [ 7:0] pr_dout,
    input      [ 5:0] pr_addr,
    input             pr_rd,
    input             pr_wr,
    output            pr_done,
    input      [15:0] bus_din,
    output reg [15:0] bus_dout,
    input             bus_done_in,
    output reg        bus_done_out,
    input             bus_grant,
    output reg        bus_request,
    input      [ 4:0] bus_addr_in,
    output reg [ 4:0] bus_addr_out,
    input      [ 2:0] bus_op_in,
    output reg [ 2:0] bus_op_out
);
  localparam 	QInitial	= 		7'b0000001,
			   	QMonitor	=		7'b0000010,
				QFlush =   			7'b0000100,  
				QWB = 				7'b0001000,
			   	QBusRd	=			7'b0010000,
			   	QBusRdX	=			7'b0100000,
			   	QBusUpgr	=		7'b1000000;
  localparam BusNone = 3'b000, BusRd = 3'b001, BusUpgr = 3'b010, BusFlush = 3'b011, BusRdX = 3'b100;
  localparam I = 2'b00, S = 2'b01, M = 2'b11;
  reg     [2:0] tag                                                            [0:3];
  reg     [7:0] data                                                           [0:7];
  reg     [1:0] msi_state                                                      [0:3];
  integer       i;
  reg     [1:0] curr_msi_state;   
  reg     [8:0] state;
  wire          pr_hit;
  wire          pr_req;
  wire          bus_req;
  wire          bus_hit;
  wire    [1:0] pr_cblk;
  wire    [1:0] bus_cblk;
  wire          pr_word;
  wire    [2:0] pr_tag;
  wire    [2:0] bus_tag;
  wire    [4:0] pr_bus_addr;
  assign pr_cblk = pr_addr[2:1];
  assign pr_word = pr_addr[0];
  assign pr_tag = pr_addr[5:3];
  assign pr_bus_addr = pr_addr[5:1];
  assign bus_cblk = bus_addr_in[1:0];
  assign bus_tag = bus_addr_in[4:2];
  assign pr_dout = data[{pr_cblk, pr_word}];
  assign pr_req = (pr_rd || pr_wr);
  assign pr_hit = (tag[pr_cblk] == pr_tag) & msi_state[pr_cblk] != I;
  assign bus_req = bus_op_in != BusNone;
  assign bus_hit = (bus_req) && (msi_state[bus_cblk] != I) && (tag[bus_cblk] == bus_tag);
  assign pr_done = pr_req && pr_hit;   
  wire needToReqBus;
  assign needToReqBus = (~pr_hit) && (pr_req);  
  wire needToServiceBusRdX;
  assign needToServiceBusRdX = (bus_hit && bus_op_in == 3'b100);  
  wire needToServiceBusUpgr;
  assign needToServiceBusUpgr = (bus_hit && bus_op_in == 3'b010);  
  wire needToServiceBusReq;
  assign needToServiceBusReq = (bus_hit && bus_op_in == 3'b001);  
  wire startWB;
  assign startWB = ((~pr_hit) && curr_msi_state == M);   
  wire startBusRd;
  assign startBusRd = (~pr_hit) && (pr_rd);   
  wire startBusRdX;
  assign startBusRdX = (~pr_hit) && (pr_wr);   
  wire startBusUpgr;
  assign startBusUpgr = (pr_hit) && (pr_wr);   
  always @* begin
    if (bus_hit && bus_op_in != BusNone) curr_msi_state = {msi_state[bus_cblk]};
    else curr_msi_state = {msi_state[pr_cblk]};
  end
  always @(posedge clk) begin
    if (reset) begin
      state <= QInitial;
    end else
      case (state)
        QInitial: begin
          for (i = 0; i < 4; i = i + 1) begin
            tag[i] <= 0;
            msi_state[i] <= I;
          end
          state <= QMonitor;
        end
        QMonitor: begin
          if (pr_hit && pr_wr) begin
            data[{pr_cblk, pr_word}] <= pr_din;
            msi_state[pr_cblk] <= M;
          end
          if (needToServiceBusUpgr || needToServiceBusRdX) begin
            msi_state[bus_cblk] <= I;
          end   
          else if (needToServiceBusReq) begin
            state <= QFlush;
          end else if (startWB) begin
            state <= QWB;
          end else if (!startWB && startBusRd) begin
            state <= QBusRd;
          end else if (!startWB && startBusRdX) begin
            state <= QBusRdX;
          end else if (startBusUpgr) begin
            state <= QBusUpgr;
          end
        end
        QFlush: begin
          msi_state[bus_cblk] <= S;
          if (startWB) begin
            state <= QWB;
          end else if (!startWB && startBusRd) begin
            state <= QBusRd;
          end else if (!startWB && startBusRdX) begin
            state <= QBusRdX;
          end else if (startBusUpgr) begin
            state <= QBusUpgr;
          end else state <= QMonitor;
        end
        QWB: begin
          if (!bus_done_in) begin
            state <= QWB;
          end else if (startBusRd) begin
            state <= QBusRd;
          end else if (startBusRdX) begin
            state <= QBusRdX;
          end
        end
        QBusRd: begin
          if (!bus_done_in) begin
            state <= QBusRd;
          end else begin
            tag[pr_cblk] <= pr_tag;
            data[{pr_cblk, 1'b1}] <= bus_din[15:8];
            data[{pr_cblk, 1'b0}] <= bus_din[7:0];
            msi_state[pr_cblk] <= S;
            state <= QMonitor;
          end
        end
        QBusRdX: begin
          if (!bus_done_in) begin
            state <= QBusRdX;
          end else begin
            if (pr_word == 1'b1) begin
              data[{pr_cblk, 1'b1}] <= pr_din;
              data[{pr_cblk, 1'b0}] <= bus_din[7:0];
            end else begin
              data[{pr_cblk, 1'b1}] <= bus_din[15:8];
              data[{pr_cblk, 1'b0}] <= pr_din;
            end
            tag[pr_cblk] <= pr_tag;
            msi_state[pr_cblk] <= M;
            state <= QMonitor;
          end
        end
        QBusUpgr: begin
          state <= QMonitor;
        end
      endcase
  end
  always @* begin
    if (reset) begin
      bus_op_out <= BusNone;
      bus_addr_out <= 5'b00000;
      bus_dout <= 16'h0000;
      bus_request <= 0;
      bus_done_out <= 0;
    end else begin
      case (state)
        QMonitor: begin
          if (needToReqBus) begin
            bus_request <= 1;
          end
        end
        QFlush: begin
          if (needToReqBus) begin
            bus_request <= 1;
          end
          bus_dout <= data[bus_cblk];
          bus_addr_out <= bus_addr_in;
          bus_op_out <= 3'b011;
          bus_done_out <= 1'b1;
        end
        QWB: begin
          if (bus_grant) begin
            bus_dout <= data[bus_cblk];
            bus_addr_out <= {tag[pr_cblk], pr_cblk};
            bus_op_out <= 3'b011;
            bus_done_out <= 1'b1;
          end
        end
        QBusRd: begin
          if (bus_grant) begin
            bus_addr_out <= pr_bus_addr;
            bus_op_out   <= 3'b001;
          end
        end
        QBusRdX: begin
          if (bus_grant) begin
            bus_addr_out <= pr_bus_addr;
            bus_op_out   <= 3'b100;
          end
        end
        QBusUpgr: begin
          if (bus_grant) begin
            bus_op_out   <= 3'b010;
            bus_addr_out <= pr_bus_addr;
          end
        end
      endcase
    end
  end
endmodule
==> results.tsv <==
stage	metric	value	unit
sta	setup_viol_count_final	0	
synth	top_area_frac	0.4095	
clocking	clk_latency	0.35	ns
synth	syn_avg_cell_area	11.83	um2
detailed_routing	drc	0	
synth	synth_top_cell_by_area	edfxtp_1	
clocking	post_cts_buffers	0	
clocking	clk_pin_slew	0.07	ns
min_path	min-delay-path-class	reg -> reg	
clocking	cts_root_buf	clkbuf_16	
setup_path	critical_path.cell_chain	clkdlybuf4s50_1 > buf_4 > mux2_2 > a22oi_1 > o21ai_0 > clkdlybuf4s50_1	
setup_path	crit_path_max_incr_delay	0.62	ns
place	hpwl	11640	um
sta	slew_violations	0	
synth	syn_inst	496	
pwr	leakagePower	2.534	nW
job	cap_violations	0	
sta	hold_viol_final	0	
clocking	cts_resized	0	
synth	synth-seq-cells	109	
synth	synth-edff-count	80	
clocking	holdBufCountCts	0	
setup_path	cp.arrival	3.15	ns
die	ios	79	
sta	fmax	0.2460	GHz
place	port_buffers	70	
sta	min_period	4.065	ns
detailed_routing	via_per_inst	5.200	
job	warning_count	25	
pwr	powerDensity	270.5	mW/mm2
sta	untimed_endpoints	36	
global_route	grt_pass1_vias	4266	
die	fp.dieH	141.8	um
final_layout	mostFrequentLayoutCell	edfxtp_1	
detailed_routing	finalWirelength	16350	um
setup_path	critPathKind	in -> out	
global_route	grt_antenna_before_repair	0	
setup_path	cp_common_cell	clkdlybuf4s50_1	
setup_path	cpMaxStageDelayCell	clkdlybuf4s50_1	
sta	unclocked_regs	18	
die	core.rowCount	50	
setup_path	critical_path_required	3.68	ns
sta	period_used_share	0.8838	
synth	synthFlopType	edfxtp_1	
detailed_routing	dr.pass1.iters	5	
die	fp_util	0.3095	
synth	synth_area	0.005867	mm2
synth	async_flop_share	0	
die	core_area	0.01896	mm2
setup_path	cp_max_fo	27	
synth	area_leaders	edfxtp_1, mux2_2, mux4_2, dlxtn_1, dfxtp_1	
sta	rsz0062_at_grt	false	
clocking	cts_tree	yes	
sta	maxSlewHeadroom	0.4627	
die	chipWidth	141.8	um
setup_path	cp_num_buf_inv	3	
global_route	grt_first_pass_wirelength	24500	um
global_route	grt_use_total	0.1720	
final_layout	final_cell_mix	edfxtp_1, mux2_2, clkdlybuf4s50_1	
status	status	finished clean	
final_layout	fin_util	0.3824	
place	place.gp.congestion	0.8962	
detailed_routing	post_drt_wl_per_cell	19.32	um
setup_path	path_delay_family	buffers and inverters	
sta	setup_tns	0	ns
detailed_routing	num_antenna_cells	0	
clocking	cts_max_level	3	
clocking	numCtsBuffers	9	
sta	finalClockSkew	0.01046	ns
setup_path	critPathLaunchType	input port	
global_route	grt_max_degree	28	
clocking	cts_buffer_depth	2	
global_route	grt-ovfl-total	0	
detailed_routing	ant_nets	0	
setup_path	cp-end-kind	output port	
sta	worst_slew_pin_slew	0.8011	ns
pwr	vdd_ir_drop_max	0.1465	mV
detailed_routing	drt_iter0_drc	295	
final_layout	drive_above_1_share	0.2526	
synth	ys_area	0.005867	mm2
final_layout	layout-area-overhead-vs-synth	23.57	%
synth	ys_types	56	
synth	yosys_warnings	1	
die	chipArea	0.02012	mm2
detailed_routing	vias	4399	
synth	ys_cells	496	
power breakdown:
part           leakage [nW]  internal [W]  switching, W
sequential            0.967      0.000927     0.0000102
combinational          1.42      0.000150      0.000154
clock                 0.142      0.000390      0.000330
path summary, 6_finish.rpt:
path	start	endpoint	slack, ns	cells after the start
max	pr_addr[2]	pr_dout[3]	0.53	6
min reg2reg	msi_state[2][1]	msi_state[2][1]	0.53	2
min	msi_state[2][1]	msi_state[2][1]	0.53	2
max reg2reg	tag[2][2]	msi_state[3][0]	1.93	6
routing by layer:
| layer | routed length [um] | track usage |
|---|---|---|
| met4 | 307 | 0.02377 |
| met3 | 1734 | 0.07219 |
| met5 | 0 | 0 |
| met1 | 6908 | 0.2379 |
| met2 | 7398 | 0.2676 |
layout make-up:
type | instances | area (um2)
clock buffer | 11 | 242.7
multi-input combinational | 353 | 2799
sequential | 109 | 2893
timing repair buffer | 98 | 905.9
inverter | 10 | 37.54
fill | 1769 | 11710
tap | 260 | 325.3
clock inverter | 5 | 46.29
synth_stat cells (3+ instances only):
master and count:
edfxtp_1 80, mux2_2 71, nor2_1 52, nand2_1 49, mux4_2 23, a21oi_1 18
dlxtn_1 18, clkbuf_1 14, o21ai_0 13, and2_1 12, dfxtp_1 11, mux2i_1 10
inv_1 9, buf_4 8, nor2b_1 8, nand3_1 7, o211ai_1 7, o22ai_1 7
buf_2 6, xnor2_1 6, a31oi_1 5, nor3_1 5, nand2b_1 4, a221oi_1 3
a32oi_1 3, and3_1 3, nor3b_1 3, o32ai_1 3, or2_2 3
worst register-to-register path, delay by kind of cell, from the launching register on:
family	cells	cell delay (ns)
mux	1	0.48
compound gates	1	0.61
xor+xnor	1	0.16
simple gates	3	0.74
flops	1	0.40
stage by stage:
step	std cells	setup WS, ns	area (um2)	total power, W	hold WS (ns)
6_report	846	0.5346	7249	0.001961	0.5282
5_1_grt	846	0.3964	7249	0.002028	0.5682
4_1_cts	846	0.5507	7249	0.001976	0.5353
3_5_place_dp	830	0.5840	6960	0.001257	0.5247
3_3_place_gp	830	0.5880	6960	0.001254	0.5085
2_1_floorplan	503	1.401	5893	0.001130	0.4723
flip-flops by register name, summed over array words and instances (netlist names):
signal / flops
data: 64
tag: 12
bus_dout: 8
msi_state: 8
state: 7
bus_addr_out: 5
bus_op_out: 3
bus_done_out: 1
bus_request: 1
cells by family after synthesis:
| kind of cell | share of synthesized area |
|---|---|
| AND-OR/OR-AND | 0.08787 |
| XOR/XNOR | 0.008957 |
| buffers and inverters | 0.03519 |
| flip-flops | 0.4470 |
| latches | 0.04607 |
| multiplexers | 0.2461 |
| other | 0.0006392 |
| AND/OR/NAND/NOR | 0.1282 |
Power figures rest on the tool's default switching activity, not on a simulated workload.
